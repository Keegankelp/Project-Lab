### run.sh
#!/bin/bash
# OpenROAD 26Q1-2900-gdf79404cd8, Yosys 0.63+post, stock flow scripts
make -C /OpenROAD-flow-scripts/flow DESIGN_CONFIG=/design/flow/config.mk WORK_HOME=/design/flow/orfs finish
### config.mk
export PLATFORM = sky130hd
export DESIGN_NAME = TurnR
export DESIGN_NICKNAME = TurnR
export VERILOG_FILES = /design/flow/design.v
export SDC_FILE = /design/flow/constraint.sdc
export NUM_CORES = 4
export LEC_CHECK = 1
export CORE_AREA = 10 10 104 104
export DIE_AREA = 0 0 114 114
### constraint.sdc
current_design TurnR

set clk_period 3.5
set clk_io_pct 0.2

create_clock -name clk0 -period $clk_period [get_ports {clock}]

set non_clock_inputs [all_inputs -no_clocks]
set_input_delay [expr $clk_period * $clk_io_pct] -clock clk0 $non_clock_inputs
set_output_delay [expr $clk_period * $clk_io_pct] -clock clk0 [all_outputs]
### design.v
`timescale 1ns / 1ps
module TurnR(
input clock,
input oc,
output IN1,
output IN2,
output IN3,
output IN4,
output PWMA,
output PWMB
);
assign IN1 = 0; 
assign IN2 = 1;
assign IN3 = 1;
assign IN4 = 0;
reg [31:0] scount;
reg [20:0] counter;
reg [20:0] width;
reg PWM_tempA;
reg PWM_tempB;
reg done_temp;
initial begin
    counter = 0;
    scount = 0;
    done_temp = 0;
    width = 21'd416666;  
    PWM_tempA = 0;
    PWM_tempB = 0;
end
always@(posedge clock) begin
    if (counter == 1666667)
        counter = 0;
    else
        counter <= counter + 1;
    if (oc) begin
        PWM_tempA = 0;
    end
    else if (counter < width) begin
        PWM_tempA <=1; 
    end
    else begin 
      PWM_tempA <=0;
    end
end
assign PWMA = PWM_tempA;
always@(posedge clock) begin
    if (counter == 1666667) begin
        counter = 0; end
    else begin
        counter <= counter + 1;
        end
    if (oc) begin
        PWM_tempB = 0;
    end
    else if (counter < width) begin
        PWM_tempB <=1; 
    end
    else begin 
      PWM_tempB <=0;
    end
end
assign PWMB = PWM_tempB;
always @ (posedge clock) begin
scount <= scount + 1;
if (scount == 50000000) begin   
done_temp = 1;
end 
else begin
done_temp = 0;
end
end
assign done = done_temp;
endmodule
==> reports/metrics.csv <==
stage,metric,value,unit
power,ir_drop,135.9,uV
global_routing,gr-total-overflow,0,
global_routing,met1_usage,6.122,%
drt,post_drt_wl_per_cell,10.39,um
cts,cts-root-buf,clkbuf_8,
cts,htreeDepth,1,
place,place_congestion,0.8947,
final_timing,slew_headroom,42.21,%
drt,vias,1128,
floorplan,die_area,13000,um2
logic_synthesis,ys_types,44,
global_routing,grt_first_pass_wirelength,4643,um
cts,clock_path_buffers,2,
place,dpl.hpwl,2039,um
final_timing,tns,0,ns
logic_synthesis,ys_ff,22,
final_timing,worst_slack,1.062,ns
setup_path,r2r_setup_slack,1.06,ns
logic_synthesis,yosys-stat-cells,165,
final_timing,setup_viol,0,
power,p_leak,0.4531,nW
final_timing,fin_crit_sh,69.67,%
final_layout,post-route-util,17.29,%
final_timing,skew,0.003485,ns
floorplan,core,8678,um2
final_layout,layout_top_cells,"dfxtp_1, nor2_1, xnor2_1",
setup_path,arrival,2.62,ns
min_path,hp-class,flop to flop,
setup_path,crit_type,flop to flop,
global_routing,grt_max_degree,16,
min_path,holdPathStages,1,
floorplan,die_x,114,um
global_routing,gr-usage-all-layers,4.094,%
logic_synthesis,synth_area_per_cell,8.281,um2
logic_synthesis,synth-main-ff-cell,dfxtp_1,
drt,num_antenna_cells,0,
cts,cts_resized,0,
final_layout,drive_gt1_share,9.494,%
status,outcome,"complete, no violations",
logic_synthesis,ys_area,1366,um2
global_routing,grtUsageMet2,5.771,%
place,port_buffers,3,
final_timing,final_hold_viol_count,0,
final_timing,slew_viol_final,0,
global_routing,busiest_layer,met1,
drt,drc_errors,0,
logic_synthesis,synth-async-reset-ratio,0,%
cts,clock-sinks,22,
logic_synthesis,synth-seq-area-share,32.23,%
final_layout,fillers,974,
setup_path,required,3.68,ns
drt,via_per_inst,4.241,
drt,first_pass_iters,4,
cts,clk_pin_slew,0.08,ns
logic_synthesis,syn_inst,165,
flow_run,drv_cap,0,
final_timing,tightest_slew,0.8604,ns
drt,totalWireLength,2763,um
floorplan,top_level_ports,8,
logic_synthesis,syn_area,1366,um2
cts,worstSkewPairLatency,0.26,ns
final_timing,final.min_clock_period,2.438,ns
final_timing,holdWs,0.5090,ns
cts,cts_tree,built,
floorplan,dieHeight,114,um
drt,detail-route-antenna-nets,0,
place,dp_slack,1.107,ns
floorplan,fp-utilization,15.74,%
floorplan,num_rows,34,
final_timing,max_freq,410.1,MHz
global_routing,antenna_found_initial,0,
setup_path,start_kind,flop,
final_layout,syn2layout_area_growth,9.799,%
power,p_per_area,288.8,nW/um2
setup_path,critPathMaxFanout,15,
logic_synthesis,ys_warn_count,23,
power,p_total,0.0004332,W
cts,cts_hold_buffers,0,
setup_path,r2r_cells,7,
flow_run,warnings,25,
cts,post_cts_buffers,0,
global_routing,grt_pass1_vias,987,
final_timing,rsz0062_at_grt,false,
drt,drt_iter0_drc,91,
global_routing,grtUsageMet3,0.9038,%
cts,cts_buffers,3,
logic_synthesis,synth-edff-count,0,
setup_path,crit_path_end_kind,flop,
final_layout,final_common_cell,dfxtp_1,
## cells in the mapped netlist (3+ instances only)
cell type / n / share of area [%]
a211oi_1: 4 / 2.2
a21oi_1: 3 / 1.1
and2_1: 3 / 1.4
and3_1: 4 / 1.8
buf_2: 5 / 1.8
buf_4: 5 / 2.7
clkbuf_1: 4 / 1.1
dfxtp_1: 22 / 32
inv_1: 6 / 1.6
nand2_1: 10 / 2.7
nand3_1: 9 / 3.3
nand4_1: 8 / 3.7
nand4b_1: 3 / 1.9
nor2_1: 20 / 5.5
o21ai_0: 3 / 1.1
xnor2_1: 15 / 9.6
xor2_1: 6 / 3.8
## registers in the layout (all words and copies together), names as in the netlist
| name | cells |
|---|---|
| PWM_tempB | 1 |
| counter | 21 |
## worst paths after layout
| kind | from | end |
|---|---|---|
| worst min-delay path | counter[0] | counter[0] |
| worst max-delay path | counter[0] | PWM_tempB |
| worst max register to register | counter[0] | PWM_tempB |
| worst min register to register | counter[0] | counter[0] |
## cell families after synthesis
kind of cell	share of synthesized area, %
mux	0.7326
buf+inv	8.516
other cells	0.5497
simple gates	32.42
fa+ha+maj	0.9156
xor+xnor	13.46
compound gates	11.17
flops	32.23
## critical path, stage by stage, from the launching register on
cell and delay (ns):
dfxtp_1 0.41, ha_1 0.28, and4bb_1 0.22, nand4_1 0.14, nor4_4 0.81, nor2_2 0.09
nor4b_1 0.17, a211oi_1 0.22
## per-layer routing
| layer | up-vias | part of all wire (%) |
|---|---|---|
| met4 | 0 | 2.5 |
| li1 | 562 | - |
| met2 | 58 | 43 |
| met3 | 9 | 7.9 |
| met5 | - | 0 |
| met1 | 499 | 47 |
## area by class of cell
| class | count | area (um2) | share of cell area [%] |
|---|---|---|---|
| multi-input cells | 123 | 817.0 | 54.46 |
| well taps | 108 | 135.1 | 9.008 |
| clock buffers | 4 | 55.05 | 3.670 |
| flip-flops and latches | 22 | 440.4 | 29.36 |
| inverters | 6 | 22.52 | 1.501 |
| repair buffers | 3 | 30.03 | 2.002 |
## metrics by stage
stage	cell area, um2	cells
after floorplan	1374	167
after global placement	1445	262
after detailed placement	1445	262
after CTS	1500	266
after global routing	1500	266
final	1500	266
## power by group
| part | internal [W] | switching (W) |
|---|---|---|
| registers | 0.000250 | 0 |
| logic | 0.00000114 | 0.000000381 |
| clock network | 0.000100 | 0.0000815 |
Power and IR drop assume default switching activity.
