[flow/design.v]
`timescale 1ns / 1ps
module TurnL(
input clock,
input oc,
output IN1,
output IN2,
output IN3,
output IN4,
output PWMA,
output PWMB
);
assign IN1 = 1; 
assign IN2 = 0;
assign IN3 = 0;
assign IN4 = 1;
reg [31:0] scount;
reg [20:0] counter;
reg [20:0] width;
reg PWM_tempA;
reg PWM_tempB;
reg done_temp;
initial begin
    counter = 0;
    scount = 0;
    done_temp = 0;
    width = 21'd416666;  
    PWM_tempA = 0;
    PWM_tempB = 0;
end
always@(posedge clock) begin
    if (counter == 1666667)
        counter = 0;
    else
        counter <= counter + 1;
    if (oc) begin
        PWM_tempA = 0;
    end
    else if (counter < width) begin
        PWM_tempA <=1; 
    end
    else begin 
      PWM_tempA <=0;
    end
end
assign PWMA = PWM_tempA;
always@(posedge clock) begin
    if (counter == 1666667) begin
        counter = 0; end
    else begin
        counter <= counter + 1;
        end
    if (oc) begin
        PWM_tempB = 0;
    end
    else if (counter < width) begin
        PWM_tempB <=1; 
    end
    else begin 
      PWM_tempB <=0;
    end
end
assign PWMB = PWM_tempB;
always @ (posedge clock) begin
scount <= scount + 1;
if (scount == 50000000) begin   
done_temp = 1;
end 
else begin
done_temp = 0;
end
end
assign done = done_temp;
endmodule
[flow/run.sh]
#!/bin/bash
# OpenROAD 26Q1-2900-gdf79404cd8, Yosys 0.63+post, stock flow scripts
make -C /OpenROAD-flow-scripts/flow DESIGN_CONFIG=/design/flow/config.mk WORK_HOME=/design/flow/orfs finish
[flow/config.mk]
export PLATFORM = sky130hd
export DESIGN_NAME = TurnL
export DESIGN_NICKNAME = TurnL
export VERILOG_FILES = /design/flow/design.v
export SDC_FILE = /design/flow/constraint.sdc
export NUM_CORES = 4
export LEC_CHECK = 1
export CORE_AREA = 10 10 92 92
export DIE_AREA = 0 0 102 102
[flow/constraint.sdc]
current_design TurnL

set clk_period 3.5
set clk_io_pct 0.2

create_clock -name clk0 -period $clk_period [get_ports {clock}]

set non_clock_inputs [all_inputs -no_clocks]
set_input_delay [expr $clk_period * $clk_io_pct] -clock clk0 $non_clock_inputs
set_output_delay [expr $clk_period * $clk_io_pct] -clock clk0 [all_outputs]
==> impl_metrics.ini <==
; flow metrics
[logic_synthesis]
ys_warn_count = 23
simple_gate_share_pct = 32.4
adder_share_pct = 0.916
async_reset_ff_share_pct = 0
flop_cell = dfxtp_1
ys_cells = 165
synth_cells = 165
edf_count = 0
synth_area_per_cell_sq_um = 8.28
topCombFamilyByArea = simple AND/OR/NAND/NOR gates
synthAoiAreaFrac_pct = 11.2
yosysChipArea_sq_um = 1370
synth_flops = 22
synthesis.area_sq_um = 1370
synth_cell_types = 44
synth-xor-area-share_pct = 13.5
ys_seq_share_pct = 32.2
yosys-mux-area-fraction_pct = 0.733

[finish]
syn_to_final_growth_pct = 5.95
stdcell_count = 234
drive_gt1_share_pct = 8.92

[cts]
htreeDepth = 1
clockBufferDepth = 2
cts_made_buffers = 3
cts_setup_buffers = 0
tritoncts = built
cts_resized = 0
cts-root-buf = clkbuf_8
insertion_delay_ns = 0.25
hold_buffers = 0
clock_sinks = 22
clkTransAtPathRegs_ns = 0.07

[route]
wirelength_um = 2710
viasPerCell = 4.61
via_count = 1078
antenna_left = 0
drt-wirelength-per-cell_um = 11.6
antenna_cells = 0
drt_pre_antenna_iters = 4
initialDrtViolationCount = 63
drc = 0

[place]
pre_cts_slack_ns = 1.09
dp.cells = 231
hpwl_um = 2020
gp_congestion = 0.891
io_buffers = 3

[global_route]
grt_pass1_wl_um = 4910
grt_util_all_layers_pct = 5.53
grt_pass1_vias = 1029
grt_start_max_net_pins = 16
antenna_found_initial = 0
grt-ovfl-total = 0

[final_timing]
post-route-period-util_pct = 68.4
setup_viol = 0
clock.fmax_mhz = 417
rsz0062_at_grt = false
final.min_clock_period_ns = 2.40
slew_viol_final = 0
maxSlewHeadroom_pct = 44.0
fin_tns_setup_ns = 0
worst_slew_pin_slew_ns = 0.833
fin_skew_ns = 0.00250
hold_viol = 0
whs_ns = 0.488
setup_ws_ns = 1.10

[power]
p_per_area_nw_per_um2 = 278
static-leakage-power_nw = 0.446
peakVddDrop_v = 0.000145

[die]
die_h_um = 102
boundaryPins = 8
chip_area_sq_um = 10400
dieWidth_um = 102
num_rows = 29
initCoreUtil_pct = 21.2
core_area_sq_um = 6460

[worst_setup_path]
worstPathArrival_ns = 2.57
worstPathMaxFanout = 15
worstSetupPathType = register to register
startpoint_type = register
cp.required_ns = 3.67
worstSetupEndpointType = register

[hold_path]
hold_path_class = register to register

[run_status]
status = complete, no violations

[run]
max_cap_viol_count = 0
tool_warnings = 25
==> state kept, by name, indices dropped and copies added (netlist names) <==
signal	cells
counter	21
PWM_tempB	1
==> worst max-delay path, stage by stage, from the launching register on <==
cell and delay (ns):
dfxtp_1 0.40, ha_1 0.28, and4bb_1 0.21, nand4_1 0.14, nor4_4 0.79, nor2_2 0.09, nor4b_1 0.17, a211oi_1 0.22
==> report_power, final <==
group          switching, W  internal [W]   total [W]
registers                 0      0.000250    0.000250
logic           0.000000342    0.00000113  0.00000147
clock network     0.0000747     0.0000766    0.000151
total             0.0000750      0.000328    0.000403
==> area by class of cell <==
| cell class | instances | area [sq um] |
|---|---|---|
| Fill cell | 709 | 5010 |
| Timing Repair Buffer | 3 | 30.0 |
| Clock buffer | 3 | 41.3 |
| Sequential cell | 22 | 440 |
| Multi-Input combinational cell | 123 | 817 |
| Inverter | 6 | 22.5 |
| Tap cell | 77 | 96.3 |
==> metrics by stage <==
stage / util (%) / cell area, sq um / total power, W
3_3_place_gp: 21.8 / 1410 / 0.000258
6_report: 22.4 / 1450 / 0.000403
3_5_place_dp: 21.8 / 1410 / 0.000258
2_1_floorplan: - / 1370 / 0.000259
4_1_cts: 22.4 / 1450 / 0.000411
5_1_grt: 22.4 / 1450 / 0.000422
==> metal layers <==
metal	routed length (um)	vias up	global-route usage, %
met5	0	-	0
met1	1380	499	8.10
li1	-	558	-
met4	25	0	0.759
met2	1230	17	8.74
met3	70	4	0.682
==> final timing paths <==
kind                                   end  depth (start not counted)       start  slack (ns)
worst max-delay path             PWM_tempB                          7  counter[0]        1.10
worst min-delay path            counter[0]                          1  counter[0]        0.49
worst min register to register  counter[0]                          1  counter[0]        0.49
worst max register to register   PWM_tempB                          7  counter[0]        1.10
==> kinds of logic (layout without fill, tap and decap cells) <==
logic type | after synthesis | in the layout
compound gates | 21 | 21
other cells | 2 | 4
xor+xnor | 21 | 21
buf+inv | 22 | 12
mux | 1 | 1
fa+ha+maj | 1 | 1
simple gates | 75 | 75
flops | 22 | 22
==> synthesized netlist by cell type (all sizes together), types with 3 or more instances <==
library cell   n  area share [%]
nor3           3             1.5
a211oi         4             2.2
nand3         10             4.0
and3           4             1.8
nand2         10             2.7
a21oi          3             1.1
nand4b         3             1.9
nand4          9             4.6
xnor2         15             9.6
inv            6             1.6
clkbuf         5             1.5
dfxtp         22              32
xor2           6             3.8
buf           11             5.4
nor2          21             6.0
nor4           5             4.3
and2           3             1.4
o21ai          4             1.5
==> layout by cell type, fill, tap and decap left out, types with 4 or more instances in the layout <==
master | Yosys | routed
conb_1 | 2 | 4
a211oi_1 | 4 | 4
and3_1 | 4 | 4
inv_1 | 6 | 6
nand2_1 | 10 | 10
dfxtp_1 | 22 | 22
nor2_1 | 20 | 20
xor2_1 | 6 | 6
xnor2_1 | 15 | 15
nand4_1 | 8 | 8
nand3_1 | 9 | 9
No activity file was given, so power comes from the tool's default toggle rates.
