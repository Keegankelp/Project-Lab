$ cat design/flow/design.v
`timescale 1ns / 1ps
module Division(
 input [Width-1:0] Color,
    input [Width-1:0] Clear,
    output [Width-1:0] Res,
    output [Width-1:0] cc);
    wire [Width:0] Colorx;
    wire [Width:0] shift3;
    wire [Width:0] shift2;
    wire [Width:0] shift1;
    reg [Width-1:0] Res = 0;
    reg [Width-1:0] a1 = 0;
    reg [Width-1:0] b1 = 0;
    reg [Width:0] p1 = 0;   
    integer i = 0;
localparam  Width = 15;
assign shift3 = Color << 6;
assign shift2 = Color << 5;
assign shift1 = Color << 2;
assign Colorx = shift3 + shift2 + shift1;
assign cc = Colorx;
    always@ (cc or Clear)
    begin
        a1 = cc;
        b1 = Clear;
        p1= 0;
        for(i=0;i < Width;i=i+1)    begin  
            p1 = {p1[Width-2:0],a1[Width-1]};
            a1[Width-1:1] = a1[Width-2:0];
            p1 = p1-b1;
            if(p1[Width-1] == 1)    begin
                a1[0] = 0;
                p1 = p1 + b1;   end
            else
                a1[0] = 1;
        end
        Res = a1;   
    end 
endmodule
$ cat design/flow/run.sh
#!/bin/bash
# OpenROAD 26Q1-2900-gdf79404cd8, Yosys 0.63+post, stock flow scripts
make -C /OpenROAD-flow-scripts/flow DESIGN_CONFIG=/design/flow/config.mk WORK_HOME=/design/flow/orfs finish
$ cat design/flow/config.mk
export PLATFORM = sky130hd
export DESIGN_NAME = Division
export DESIGN_NICKNAME = Division
export VERILOG_FILES = /design/flow/design.v
export SDC_FILE = /design/flow/constraint.sdc
export NUM_CORES = 4
export LEC_CHECK = 1
export CORE_UTILIZATION = 30
$ cat design/flow/constraint.sdc
current_design Division

set clk_period 160.6
set clk_io_pct 0.2

create_clock -name clk0 -period $clk_period

set non_clock_inputs [all_inputs -no_clocks]
set_input_delay [expr $clk_period * $clk_io_pct] -clock clk0 $non_clock_inputs
set_output_delay [expr $clk_period * $clk_io_pct] -clock clk0 [all_outputs]
==> impl_metrics.tcl <==
# collected from the flow reports
set metrics [dict create \
    common_cells "ha_1 (402), xnor2_1 (253), a21oi_1 (238)" \
    chipArea_sq_um 62200 \
    syn2layout_area_growth_pct 9.20 \
    grt_pass1_vias 15456 \
    netlist_area_sq_um 18400 \
    slew_violations 0 \
    postSynthSeqShare_pct 0 \
    ant_nets 0 \
    finalHoldWorstSlack_ns 65.32 \
    crit_path_frequent_cell "a21oi_1" \
    setup_viol 0 \
    diodes 0 \
    hold_class "primary input to output pin" \
    first_pass_iters 5 \
    fillers 6364 \
    crit_type "primary input to output pin" \
    relSlewSlack_pct 38.2 \
    critPathMaxStageDelay_ns 0.80 \
    yosysTopAreaCell "ha_1" \
    yosysMostFrequentCell "ha_1" \
    fmax_ghz 0.00854 \
    critPathLaunchType "primary input" \
    yosys.area.top_type_share_pct 27.4 \
    place_hpwl_mm 37.9 \
    hold_depth 2 \
    startpoint "Color[1]" \
    drc 0 \
    drt-total-wl_mm 48.7 \
    warnings 77 \
    io_buffers 56 \
    globalRouteOverflowTotal 0 \
    floorplan.core_util_pct 30.4 \
    grt_pass1_wl_mm 78.8 \
    antenna_found_initial 0 \
    yosys_area_sq_um 18400 \
    syn_area_per_cell_sq_um 7.26 \
    slowest_stage "clkdlybuf4s50_1" \
    die_w_microns 249 \
    num_vias 17061 \
    rsz0062_at_grt "false" \
    dr.first_iter.drc_count 858 \
    ys_cells 2531 \
    cts_resized 0 \
    design.core.area_sq_um 60500 \
    setup_tns_ns 0 \
    cp.arrival_ns 84.94 \
    die_y_microns 249 \
    hold_buffers 0 \
    rows 90 \
    grt_max_degree 34 \
    endpoint_kind "output pin" \
    viasPerCell 5.07 \
    gp_congestion 0.876 \
    yosys_warnings 1 \
    min_period_ns 117.06 \
    status "completed" \
    ff_count 0 \
    worst_pin_slew_ns 0.920 \
    clkbuf_count 0 \
    postCtsSetupRepairBufs 0 \
    routedWlPerCell_microns 14.5 \
    crit_required_ns 128.48 \
    top_cells_by_area "ha_1 (27%), xnor2_1 (12%), a21oi_1 (6.5%)" \
    drv_cap 0 \
    period_used_pct 72.9 \
    syn_inst 2531 \
    finalHoldViolCount 0 \
    track_usage_pct 15.7 \
    cp_max_fo 28 \
    whs_endpoint "cc[2]" \
    fin_util_pct 33.2 \
    min-delay-start "Color[0]" \
    synth_cell_types 84 \
    layout-drive-gt1-share_pct 3.76 \
    final-seq-area_sq_um 0 \
    ios 60 \
]
-- area by class of cell --
type | instances | area [sq um] | share of cell area, %
Inverter | 163 | 612 | 3.05
Multi-Input combinational cell | 2320 | 17600 | 87.7
Tap cell | 782 | 978 | 4.88
Timing Repair Buffer | 100 | 881 | 4.39
-- stage by stage --
step | cells | setup WS [ns] | instance area [sq um]
floorplan | 2532 | 52.93 | 18400
global placement | 3365 | 43.65 | 20100
detailed placement | 3365 | 43.79 | 20100
CTS | 3365 | 43.45 | 20100
global route | 3365 | 37.81 | 20100
finish | 3365 | 43.54 | 20100
-- cell usage in the layout (no fill, tap or decap), types with 10 or more instances in the layout --
cell type / count
o311ai_0: 10
nand4_1: 12
inv_1: 160
nor2b_1: 34
a21oi_1: 238
nand3_1: 32
and2_1: 16
o21a_1: 34
clkdlybuf4s50_1: 54
xnor2_1: 248
or4_1: 12
a31oi_1: 13
o211ai_1: 11
a21boi_0: 32
o21bai_1: 45
nand2b_1: 34
and3_1: 17
a211oi_1: 17
a21o_1: 130
xor2_1: 94
or3_1: 19
mux2i_1: 15
mux2_2: 11
buf_4: 44
o21ai_0: 210
ha_1: 402
nor2_1: 219
o31ai_1: 17
nor3_1: 48
fa_1: 34
nand2_1: 199
-- how the worst max path moves through the flow --
stage | endpoint | cells past startpoint
6_report | Res[0] | 237
5_1_grt | Res[0] | 238
4_1_cts | Res[0] | 238
-- worst max-delay path, delay by kind of cell --
family,cells,cell delay (ns)
compound gates,119,23.44
xor+xnor,36,9.44
fa+ha+maj,20,7.99
buf+inv,18,5.19
mux,2,0.56
simple gates,42,6.01
-- per-layer routing --
layer	GRT usage [%]	vias to the layer above	wire [microns]
met3	0.425	36	1310
met1	23.5	7554	25100
met5	0	-	0
li1	-	9242	-
met2	25.9	229	21500
met4	2.10	0	782
-- cells by family after synthesis --
| family | count (synthesis) | share of synthesized area, % |
|---|---|---|
| buffers and inverters | 212 | 4.54 |
| xor gates and xnor gates | 350 | 16.8 |
| adders and majority gates | 436 | 31.1 |
| muxes | 31 | 1.87 |
| AOI/OAI and AO/OA | 823 | 28.2 |
| and+or+nand+nor | 678 | 17.5 |
| other | 1 | 0.0204 |
